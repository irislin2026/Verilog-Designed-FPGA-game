===== flow/design.v =====
module drawenemy1(
    input clk, reset, space_pressed,
    input [7:0] enemy1_x,            
    input [6:0] enemy1_y,            
    input [2:0] enemy1colour,        
    input drawEnemy1,                
    output reg [2:0] VGA_Colour,      
    output reg doneDrawEnemy1,
	output reg [7:0] xToDraw,
	output reg [6:0] yToDraw
);
   localparam shiftNumberInSquare = 4'b1111;
	localparam shiftNumberInColumn = 4'b0011;
	reg doneDrawRed;
	 reg [3:0] squareCounter;
	always @(posedge clk) begin
		if (!reset || space_pressed) begin
			squareCounter <= 4'd0;
			doneDrawRed <= 1'b0;
            doneDrawEnemy1 <= 1'b0;
		end else if (!drawEnemy1) begin
				doneDrawEnemy1 <= 1'b0;
		end else if (drawEnemy1) begin
			if((doneDrawRed == 1'b0) && (squareCounter == shiftNumberInSquare)) begin
				xToDraw <= (enemy1_x + squareCounter[3:2]) % 160;
				yToDraw <= (enemy1_y + squareCounter[1:0]) % 120;
				squareCounter <= 4'd0;
				VGA_Colour <= enemy1colour;
				doneDrawRed <= 1'b1;
				doneDrawEnemy1 <= 1'b0;
			end else if ((doneDrawRed == 1'b0) && (squareCounter < shiftNumberInSquare)) begin
				squareCounter <= squareCounter + 1;
				xToDraw <= (enemy1_x + squareCounter[3:2]) % 160;
				yToDraw <= (enemy1_y + squareCounter[1:0]) % 120;
				VGA_Colour <= enemy1colour;
				doneDrawRed <= 1'b0;
				doneDrawEnemy1 <= 1'b0;
			end else if((doneDrawRed == 1'b1) && (squareCounter == shiftNumberInColumn)) begin
				xToDraw <= (enemy1_x + 4) % 160;
				yToDraw <= (enemy1_y + squareCounter[1:0]) % 120;
				squareCounter <= 4'd0;
				VGA_Colour <= 3'b000;
				doneDrawRed <= 1'b0;
				doneDrawEnemy1 <= 1'b1;
			end else if((doneDrawRed == 1'b1) && (squareCounter < shiftNumberInColumn)) begin
				xToDraw <= (enemy1_x + 4) % 160;
				yToDraw <= (enemy1_y + squareCounter[1:0]) % 120;
				squareCounter <= squareCounter + 1;
				VGA_Colour <= 3'b000;
				doneDrawRed <= 1'b1;
				doneDrawEnemy1 <= 1'b0;
			end
		end
	end
endmodule

===== flow/run.sh =====
#!/bin/bash
# OpenROAD 26Q1-2900-gdf79404cd8, Yosys 0.63+post, stock flow scripts
make -C /OpenROAD-flow-scripts/flow DESIGN_CONFIG=/design/flow/config.mk WORK_HOME=/design/flow/orfs finish

===== flow/config.mk =====
export PLATFORM = sky130hd
export DESIGN_NAME = drawenemy1
export DESIGN_NICKNAME = drawenemy1
export VERILOG_FILES = /design/flow/design.v
export SDC_FILE = /design/flow/constraint.sdc
export NUM_CORES = 4
export LEC_CHECK = 1
export CORE_AREA = 10 10 102 102
export DIE_AREA = 0 0 112 112

===== flow/constraint.sdc =====
current_design drawenemy1

set clk_period 2.7
set clk_io_pct 0.2

create_clock -name clk0 -period $clk_period [get_ports {clk}]

set non_clock_inputs [all_inputs -no_clocks]
set_input_delay [expr $clk_period * $clk_io_pct] -clock clk0 $non_clock_inputs
set_output_delay [expr $clk_period * $clk_io_pct] -clock clk0 [all_outputs]

==> results.toml <==
# physical design summary
[yosys]
synth-area-yosys_um2 = 1500
netlist_area_um2 = 1500
ys_cells = 153
yosysWarnings = 1
async_flop_share_pct = 0
synth-edff-count = 18
ys_seq_share_pct = 44.0
ys_types = 38
ys.flop_type = "edfxtp_1"
syn_inst = 153
syn_area_per_cell_um2 = 9.81
ys_ff = 24

[critical_path]
cp.depth = 16
setup.worst_path.end = "xToDraw[2]"
crit_type = "in2reg"
arrival_ps = 2620
rr_startpoint = "squareCounter[3]"
cpMaxStageDelayCell = "dlygate4sd2_1"
cp_cell_sequence = "dlygate4sd2_1 > ha_2 > inv_1 > fa_1 > nand2b_1 > buf_4 > buf_4 > buf_4 > buf_4 > buf_4 > buf_4 > buf_4 > buf_4 > buf_4 > buf_4 > xor2_1"
critPathCaptureType = "flop"
critPathTopFamily = "buffers and inverters"
worstPathMaxFanout = 2
slowest_delay_ps = 250
worstPathRequired_ps = 2710
reg2regPathDepth = 12
r2r-end = "xToDraw[7]"
cp.buffers_inverters = 12
crit_start = "enemy1_x[0]"
cpMostUsedCell = "buf_4"
rrSetupSlack_ps = 290
critPathLaunchType = "input port"

[job]
max_cap_violations = 0
tool_warnings = 25

[cts]
cts_max_path_buffers = 2
clk_pin_slew_worst_paths_ps = 80
cts_buffers = 3
clock-sinks = 24
htreeDepth = 1
insertion_delay_ps = 260
cts_tree = "done"
root_buffer = "clkbuf_8"

[routing]
drt_iter0_markers = 79
dr_total_vias = 1269
route.detailed.drc = 0
viasPerCell = 3.97
firstDrtPassIters = 4
n_antenna_cell = 0
avgRoutedWirePerCell_um = 11.3
routed_wl_mm = 3.62
drtAntennaViolNets = 0

[global_route]
grt_pass1_wl_mm = 6.02
overflow = 0
use_met2_pct = 9.32
global_route.usage.met3_pct = 2.17
antenna_found_initial = 0
grt_pass1_vias = 1212
busiest_layer = "met2"
grtUsageMet1_pct = 7.57
grt_usage_pct = 5.80
grt_max_degree = 17

[final_timing]
min_period_ps = 2610
timing_hold_violations_final = 0
finalMaxSlewViolations = 0
period_used_pct = 96.6
tightest_slew_ps = 381
setup_viol = 0
timing.final.ws_setup_ps = 92.2
finClkSkew_ps = 3.42
maxSlewHeadroom_pct = 74.6
rsz0062_at_grt = "no"
max_freq_mhz = 383

[pwr]
p_leak_nw = 0.850
vdd_drop_max_mv = 0.209
total_power_uw = 741
p_per_area_nw_per_um2 = 326

[die]
dieArea_um2 = 12500
initCoreUtil_pct = 18.3
pin_count = 41
core_um2 = 8220
die_h_um = 112
num_rows = 33
fp.dieW_um = 112

[finish]
stdcell_area_um2 = 2270
syn_to_final_growth_pct = 51.1
n_fill_cell = 838
drive_above_1_share_pct = 19.5
final_core_util_pct = 27.6

[hold_path]
holdPathStages = 2
hold_path_class = "reg2reg"

[status]
outcome = "finished, final reports clean"

[placement]
gp_congestion = 0.814
dp.final_hpwl_mm = 2.84
io_buffers = 40
placed_area_um2 = 2110
post-place-ws_ps = -404
## flip-flops by register name, summed over array words and instances (netlist names)
register	cells
xToDraw	8
yToDraw	7
squareCounter	4
VGA_Colour	3
doneDrawEnemy1	1
doneDrawRed	1
## how the worst min path moves through the flow
stage | startpoint | end | slack [ps]
CTS | doneDrawEnemy1 | doneDrawEnemy1 | 530
global route | doneDrawEnemy1 | doneDrawEnemy1 | 600
finish | doneDrawEnemy1 | doneDrawEnemy1 | 520
## cell usage after synthesis, types with 2 or more instances
master / number / area, µm²
xor2_1: 2 / 17.5
a211oi_2: 2 / 25.0
dfxtp_1: 6 / 120
nand3_1: 7 / 35.0
and3_1: 3 / 18.8
nor2b_1: 5 / 31.3
a311oi_1: 3 / 26.3
fa_1: 2 / 40.0
mux2i_1: 3 / 30.0
nor3_1: 4 / 20.0
mux2_2: 3 / 33.8
ha_1: 7 / 87.6
inv_1: 9 / 33.8
o31ai_1: 2 / 15.0
a21o_1: 2 / 15.0
o221ai_1: 2 / 17.5
o21ai_0: 8 / 40.0
nor2_1: 12 / 45.0
nand2_1: 13 / 48.8
nand2b_1: 3 / 18.8
a31oi_1: 2 / 12.5
a21oi_1: 11 / 55.1
xnor2_1: 5 / 43.8
clkbuf_1: 6 / 22.5
edfxtp_1: 18 / 541
## area by class of cell
cell class              instances  area [µm²]  area share, %
multi-input cells             113         808           35.6
repair buffers                 65         589           26.0
well taps                     105         131           5.79
inverters                       9        33.8           1.49
clock buffers                   4        45.0           1.99
flip-flops and latches         24         661           29.1
## through the flow
| stage | TNS [ps] | instances | hold WS (ps) |
|---|---|---|---|
| 6_report | 0 | 320 | 522 |
| 5_1_grt | 0 | 320 | 599 |
| 4_1_cts | 0 | 318 | 528 |
| 3_5_place_dp | -734 | 305 | 512 |
| 3_3_place_gp | -573 | 305 | 514 |
| 2_1_floorplan | 0 | 153 | 481 |
## placed cells by master, fill, tap and decap left out, drive strengths merged, types with 3 or more instances in the layout
master          n
a311oi          3
ha              7
nand3           7
clkdlybuf4s50  38
nor2b           5
xnor2           5
nor3            4
o21ai           8
and3            3
nand2          13
nor2           12
mux2i           3
inv             9
a21oi          11
nand2b          3
edfxtp         18
clkbuf          4
dfxtp           6
buf            25
mux2            3
## metal layers
layer / wire length (µm) / up-vias
li1: - / 682
met1: 1690 / 551
met2: 1610 / 34
met3: 271 / 2
met4: 47 / 0
met5: 0 / -
## repair_timing
action / CTS / global route
endpoints found under the setup margin: 2 / 2
resized: 6 / 4
buffers inserted: 9 / 2
pin swaps: 2 / 7
hold buffers: 0 / 0
## report_power, final
part	leakage [nW]	internal [mW]	switching, mW
clock network	0.0228	0.105	0.109
logic	0.611	0.0667	0.0487
registers	0.216	0.407	0.00351
## tightest hold or removal path, cell delays in order (launching register included)
cell and delay (ps):
dfxtp_1 320, mux2i_1 120, nor3_1 50
## cells by family after synthesis
kind of cell | synth area share [%]
simple gates | 18.7
compound gates | 16.5
flops | 44.0
buf+inv | 4.00
fa+ha+maj | 8.50
xor+xnor | 4.08
mux | 4.25
Power is estimated from default activity; no workload was simulated.
